==> flow/run.sh <==
#!/bin/bash
# OpenROAD 26Q1-2900-gdf79404cd8, Yosys 0.63+post, stock flow scripts
make -C /OpenROAD-flow-scripts/flow DESIGN_CONFIG=/design/flow/config.mk WORK_HOME=/design/flow/orfs finish
==> flow/config.mk <==
export PLATFORM = sky130hd
export DESIGN_NAME = control
export DESIGN_NICKNAME = control
export VERILOG_FILES = /design/flow/design.v
export SDC_FILE = /design/flow/constraint.sdc
export NUM_CORES = 4
export LEC_CHECK = 1
export CORE_AREA = 10 10 99 99
export DIE_AREA = 0 0 109 109
==> flow/constraint.sdc <==
current_design control

set clk_period 2.6
set clk_io_pct 0.2

create_clock -name clk0 -period $clk_period [get_ports {clk}]

set non_clock_inputs [all_inputs -no_clocks]
set_input_delay [expr $clk_period * $clk_io_pct] -clock clk0 $non_clock_inputs
set_output_delay [expr $clk_period * $clk_io_pct] -clock clk0 [all_outputs]
==> flow/design.v <==
module memory(clk, data_in, data_out, addr, wr_en);
    parameter                   T=16, SIZE=64;
    localparam                  LOGSIZE=$clog2(SIZE);
    input [T-1:0]               data_in;
    output logic [T-1:0]        data_out;
    input [LOGSIZE-1:0]         addr;
    input                       clk, wr_en;
    logic [SIZE-1:0][T-1:0]     mem;
    always_ff @(posedge clk) begin
        data_out <= mem[addr];
        if (wr_en)
            mem[addr] <= data_in;
    end
endmodule
module f_ff(clk, reset, clear, enable_f, acc, f);
    parameter                           T = 14;                          
    input                               clk, reset, clear, enable_f;     
    input signed [T-1:0]                acc;                             
    output logic signed [T-1:0]         f;                               
    always_ff @ (posedge clk) begin                                      
        if (reset == 1 || clear == 1)                                    
            f <= 0;                                                      
        else if (enable_f == 1)                                          
            f <= acc;                                                    
    end
endmodule
module control(clk, reset, input_valid, output_ready,
               addr_x, wr_en_x, addr_w, clear_acc, en_acc,
               input_ready, output_valid, state);
    parameter                   T = 14, M = 8, N = 8, P = 1;                                     
    localparam                  SIZE_x=$clog2(N), SIZE_w=$clog2(M*N);                            
    parameter [1:0]             STATE_INIT = 0,                                                  
                                STATE_STORE_X = 1, 
                                STATE_COMPUTE = 2, 
                                STATE_STALL = 3;
    output logic [1:0]          state; 
    logic [1:0]                 next_state;                                                      
    logic [SIZE_x:0]            iterations_x;                                                    
    logic [SIZE_w:0]            iterations_w;                                                    
    logic                       en_acc_delay, clear_acc_delay;                                   
    input                       clk, reset, input_valid, output_ready;                           
    output logic [SIZE_x-1:0]   addr_x;                                                          
    output logic [SIZE_w-1:0]   addr_w;                                                          
    output logic                wr_en_x, clear_acc, en_acc, input_ready, output_valid;           
    always_ff @ (posedge clk) begin
        if (reset)                                   
            state <= STATE_INIT;                     
        else begin                                   
            state <= next_state;                     
        end
    end
    always_ff @ (posedge clk) begin
        if (reset) begin                             
            iterations_x <= 0;                       
            iterations_w <= 0;                       
        end 
        else if (state == STATE_COMPUTE) begin       
            if (iterations_x == N-1) begin           
                iterations_x <= 0;                   
                iterations_w <= iterations_w + 1;  
            end
            else begin                               
                iterations_x <= iterations_x + 1;    
                iterations_w <= iterations_w + 1;    
            end
        end
        else if (state == STATE_STALL) begin         
            iterations_x <= iterations_x;            
            iterations_w <= iterations_w;            
        end
        else if (state != next_state) begin          
            iterations_x <= 0;                       
            iterations_w <= 0;                       
        end
        else if (state == STATE_STORE_X && input_valid && input_ready)    
            iterations_x <= iterations_x + 1;        
    end
    always_ff @ (posedge clk) begin
        if (reset) begin                             
            en_acc <= 0;                             
            clear_acc <= 1;                          
        end
        else begin                                   
            en_acc <= en_acc_delay;                  
            clear_acc <= clear_acc_delay;            
        end
    end
    always_ff @ (posedge clk) begin
        if (reset)                                   
            output_valid <= 0;                       
        if (state == STATE_STALL && next_state == STATE_STALL)   
            output_valid <= 1;                       
        else                                         
            output_valid <= 0;                       
    end
    always_comb begin
        case(state)
            STATE_INIT: begin
                addr_x = 0;                          
                wr_en_x = 0;                         
                addr_w = 0;                          
                clear_acc_delay = 1;                 
                en_acc_delay = 0;                    
                input_ready = 0;                     
                if (input_valid)                     
                    next_state = STATE_STORE_X;      
                else
                    next_state = STATE_INIT;         
            end
            STATE_STORE_X: begin                    
                addr_x = iterations_x;               
                wr_en_x = 1;                         
                addr_w = 0;                          
                clear_acc_delay = 0;                 
                en_acc_delay = 0;                    
                input_ready = 1;                     
                if (input_valid && iterations_x == N-1)          
                    next_state = STATE_COMPUTE;                  
                else                                             
                    next_state = STATE_STORE_X;                  
            end
            STATE_COMPUTE: begin
                addr_x = iterations_x;               
                wr_en_x = 0;                         
                addr_w = iterations_w;               
                clear_acc_delay = 0;                 
                en_acc_delay = 1;                    
                input_ready = 0;                     
                if ((iterations_w + 1) % N == 0)     
                    next_state = STATE_STALL;        
                else                                 
                    next_state = STATE_COMPUTE;      
            end
            STATE_STALL: begin
                addr_x = iterations_x;               
                wr_en_x = 0;                         
                addr_w = iterations_w;               
                en_acc_delay = 0;                    
                if (output_valid && output_ready)    
                    clear_acc_delay = 1;             
                else                                 
                    clear_acc_delay = 0;             
                input_ready = 0;                     
                if (output_valid && output_ready) begin              
                    if (iterations_w == M*N/P)                         
                        next_state = STATE_INIT;                     
                    else                                             
                        next_state = STATE_COMPUTE;                  
                end
                else                                                 
                    next_state = STATE_STALL;                        
            end
            default: begin
                addr_x = 0;                          
                wr_en_x = 0;                         
                addr_w = 0;                          
                clear_acc_delay = 1;                 
                en_acc_delay = 0;                    
                input_ready = 0;                     
                next_state = STATE_INIT;             
            end
        endcase
    end
endmodule
==> reports/results.tsv <==
metric	value	unit
clock.fmax	470	MHz
fp-row-count	32	
synth-area-yosys	980	um^2
dr_vias	894	
track_usage	0.0402	
synthTopLogicFamily	simple AND/OR/NAND/NOR gates	
classification_of_the_worst_slack_hold_path	reg -> reg	
grt_remaining_overflow	0	
worstSkewPairLatency	0.25	ns
regArea	320	um^2
data_arrival_time_at_the_worst_slack_endpoint	1.61	ns
fin_tns_setup	0	ns
fraction_of_final_layout_cells_sized_beyond_drive_strength_1	0.0846	
dieHeight	109	um
tritoncts	done	
synth_compound_gate_area_share	0.263	
power_per_cell_area	401	nW/um^2
whs_path_depth	1	
maxCapViolCount	0	
drc	0	
finalSetupViolations	0	
antenna_found_initial	0	
post_synth_inst_count	114	
areaGrowthSynthToFinish	33.8	%
critPathKind	reg -> out	
chipWidth	109	um
grt_max_degree	17	
warnings	27	
timing.final.crit_share	0.819	
area_fraction_in_full_adders_half_adders_and_majority_gates	0.0511	
post_synth_xor_area_fraction	0.00894	
grt_pass1_vias	838	
root_buffer_selected_by_cts	sky130_fd_sc_hd__clkbuf_8	
synth.mux.area_fraction	0	
ff2ff_setup_slack	1.11	ns
routed.top_layer	met4	
route.antenna.remaining_nets	0	
synthesis.area	980	um^2
port-buffer-count	19	
holdBufCountCts	0	
timing_worst_slew_pin_value	0.625	ns
hpwl	1860	um
post_route_wl	2440	um
endpoint_kind	output port	
detailroute.wirelength.met2	1180	um
number_of_placed_i_o_pins	20	
yosysWarningCount	1	
synth-simple-area-share	0.281	
post_cts_resize_count	0	
finClkSkew	0.00350	ns
cts_bufs_inserted	3	
routedLengthMet1	1090	um
routabilityCongestion	0.802	
fp.dieArea	11900	um^2
area.combinational	592	um^2
cts_max_level	1	
antenna-diode-count	0	
dpl-instance-area	1260	um^2
rr_worst_depth	4	
final.min_clock_period	2.13	ns
synth_stat.cells	114	
fill_cells	850	
timing.critical_path.from_type	flip-flop	
setup_repair_after_global_routing_missed_its_margin	false	
detail_route.wl_per_cell	10.5	um
peakVddDrop	0.144	mV
final_design_area_no_fill	1310	um^2
postSynthSeqShare	0.327	
max-slew-margin-rel	0.583	
run_status	finished, final reports clean	
critPathRequiredTime	2.08	ns
final-hold-violation-count	0	
detail_route.iter0.violations	25	
timing.critical_path.fanout_max	13	
cts_setup_buffers	0	
synth_area_per_cell	8.59	um^2
clk_pin_slew_worst_paths	0.07	ns
cts_num_sinks	16	
number_of_different_library_cells_in_the_post_synthesis_netlist	39	
coreArea	7730	um^2
drt-pass1-iter-count	4	
cts-root-to-sink-buffers	2	
maxSlewViolCount	0	
fp-utilization	0.127	
postSynthRegisterBits	16	
static-leakage-power	0.434	nW
dr_wl_met3	144	um
grt_first_pass_wirelength	4020	um
post_drt_via_cell_ratio	3.85	
-- per-layer routing --
metal	GRT usage	up-vias
met1	0.0508	426
met4	0.00753	0
li1	-	453
met3	0.00836	2
met5	0	-
met2	0.0694	13
-- final timing paths --
| path | from | endpoint |
|---|---|---|
| min | output_valid$_DFF_P_ | output_valid$_DFF_P_ |
| min reg2reg | output_valid$_DFF_P_ | output_valid$_DFF_P_ |
| max reg2reg | iterations_x[1]$_SDFFE_PP0P_ | iterations_w[6]$_SDFFE_PP0P_ |
| max | state[0]$_SDFF_PP0_ | addr_x[2] |
-- placed cells by master, fill, tap and decap left out, types with 4 or more instances in the layout --
cell type,n
sky130_fd_sc_hd__o211ai_1,4
sky130_fd_sc_hd__clkbuf_8,4
sky130_fd_sc_hd__clkdlybuf4s50_1,19
sky130_fd_sc_hd__nor2_1,6
sky130_fd_sc_hd__ha_1,4
sky130_fd_sc_hd__inv_1,5
sky130_fd_sc_hd__a21oi_1,12
sky130_fd_sc_hd__nor2b_1,4
sky130_fd_sc_hd__o221ai_1,4
sky130_fd_sc_hd__dfxtp_1,16
sky130_fd_sc_hd__and2_1,7
sky130_fd_sc_hd__nand3_1,6
sky130_fd_sc_hd__nand2_1,4
-- sequential cells by signal, summed over array words and instances (netlist names) --
signal        flops
clear_acc         1
iterations_x      4
output_valid      1
state             2
iterations_w      7
en_acc            1
-- where the power goes --
group | leakage [nW] | switching [mW] | internal [mW]
clock | 0.0288 | 0.0868 | 0.134
combinational | 0.276 | 0.0225 | 0.0259
sequential | 0.129 | 0.00712 | 0.249
-- critical path, cell delays in order, from the launching register on --
cell	delay [ns]
sky130_fd_sc_hd__dfxtp_1	0.55
sky130_fd_sc_hd__nor2_1	0.15
sky130_fd_sc_hd__nor2b_1	0.16
sky130_fd_sc_hd__clkdlybuf4s50_1	0.50
-- kinds of logic (layout without fill, tap and decap cells) --
group                      Yosys count  in the layout
and+or+nand+nor                     45             45
AOI/OAI and AO/OA                   35             35
DFF                                 16             16
buffers and inverters               13             29
adders and majority gates            4              4
xor gates and xnor gates             1              1
-- final cells by class --
cell class                 count  area share
timing repair buffer          20       0.151
sequential                    16       0.244
inverter                       5      0.0143
clock buffer                   4      0.0420
multi-input combinational     85       0.451
tap                          102      0.0973
-- per-stage QoR --
stage                     std cells  hold slack (ns)   util  power, mW  worst slack, ns
after floorplan                 114            0.424      -      0.287             1.33
after global placement          228            0.469  0.163      0.311            0.624
after detailed placement        228            0.472  0.163      0.311            0.601
after CTS                       232            0.479  0.170      0.533            0.422
after global routing            232            0.531  0.170      0.552            0.372
final                           232            0.475  0.170      0.526            0.472
-- synthesized netlist by cell type (all sizes together) --
master | instances | area, um^2
a211oi | 3 | 32.5
a21oi | 12 | 60.1
a22oi | 1 | 7.51
a311o | 2 | 20.0
a31oi | 1 | 6.26
and2 | 7 | 43.8
and2b | 1 | 7.51
and3 | 3 | 18.8
and3b | 1 | 8.76
and4 | 1 | 8.76
buf | 7 | 45.0
clkbuf | 1 | 3.75
dfxtp | 16 | 320
ha | 4 | 50.1
inv | 5 | 18.8
nand2 | 4 | 15.0
nand2b | 4 | 30.0
nand3 | 6 | 30.0
nand3b | 1 | 7.51
nand4b | 2 | 17.5
nor2 | 6 | 22.5
nor2b | 4 | 25.0
nor4 | 1 | 12.5
nor4b | 1 | 8.76
o211a | 1 | 10.0
o211ai | 4 | 30.0
o21a | 3 | 22.5
o21ai | 1 | 5.00
o21ba | 1 | 10.0
o221ai | 4 | 35.0
o22ai | 2 | 18.8
or3 | 3 | 18.8
xnor2 | 1 | 8.76
No activity file was given, so power comes from the tool's default toggle rates.
